**flow/config.mk**
```make
export PLATFORM = sky130hd
export DESIGN_NAME = vga_text
export DESIGN_NICKNAME = vga_text
export VERILOG_FILES = /design/flow/design.v
export SDC_FILE = /design/flow/constraint.sdc
export NUM_CORES = 4
export LEC_CHECK = 1
export CORE_UTILIZATION = 40
```
**flow/constraint.sdc**
```tcl
current_design vga_text

set clk_period 4.1
set clk_io_pct 0.2

create_clock -name clk0 -period $clk_period [get_ports {clk25mhz}]

set non_clock_inputs [all_inputs -no_clocks]
set_input_delay [expr $clk_period * $clk_io_pct] -clock clk0 $non_clock_inputs
set_output_delay [expr $clk_period * $clk_io_pct] -clock clk0 [all_outputs]
```
**flow/design.v**
```verilog
module vga_text(clk25mhz, hindex, vindex, standard, emphasized, background, char_data, font_data, char_address, font_address, color);
  wire [2:0] _00_;
  wire [11:0] _01_;
  wire [2:0] _02_;
  wire [3:0] _03_;
  wire [2:0] _04_;
  wire [3:0] _05_;
  wire [31:0] _06_;
  wire [31:0] _07_;
  wire [31:0] _08_;
  wire _09_;
  wire _10_;
  wire _11_;
  wire _12_;
  wire _13_;
  wire _14_;
  wire _15_;
  wire _16_;
  wire _17_;
  wire _18_;
  wire _19_;
  wire _20_;
  wire _21_;
  wire _22_;
  wire _23_;
  wire _24_;
  wire _25_;
  wire [2:0] _26_;
  wire [2:0] _27_;
  wire [3:0] _28_;
  wire [3:0] _29_;
  wire [3:0] _30_;
  wire [2:0] _31_;
  wire [2:0] _32_;
  wire [11:0] _33_;
  wire [11:0] _34_;
  wire [11:0] _35_;
  wire [11:0] _36_;
  wire [11:0] _37_;
  wire _38_;
  wire [31:0] _39_;
  input [3:0] background;
  reg [2:0] bright = 3'h0;
  output [11:0] char_address;
  reg [11:0] char_address = 12'h000;
  reg [2:0] char_col = 3'h0;
  input [7:0] char_data;
  reg [3:0] char_row = 4'h0;
  input clk25mhz;
  output [7:0] color;
  reg [2:0] dark = 3'h0;
  input [3:0] emphasized;
  output [9:0] font_address;
  reg [9:0] font_address;
  input [13:0] font_data;
  reg [3:0] foreground;
  input [9:0] hindex;
  wire [3:0] pixel_color;
  input [3:0] standard;
  input [9:0] vindex;
  assign _06_ = char_address +  32'd1;
  assign _07_ = char_col +  32'd1;
  assign _08_ = char_row +  32'd1;
  assign _09_ = _38_ ==  32'd1;
  assign _10_ = char_col ==  32'd7;
  assign _11_ = hindex ==  32'd640;
  assign _12_ = char_row ==  32'd13;
  assign _13_ = char_address ==  32'd2720;
  assign _14_ = char_data[7] ==  32'd1;
  assign _15_ = pixel_color[3] ==  32'd1;
  assign _16_ = pixel_color[2:0] ==  32'd0;
  assign _17_ = vindex >=  32'd2;
  assign _18_ = hindex >  32'd0;
  assign _19_ = _17_ &&  _22_;
  assign _20_ = _18_ &&  _24_;
  assign _21_ = _20_ &&  _25_;
  assign _22_ = vindex <  32'd478;
  assign _23_ = hindex <  32'd640;
  assign _24_ = hindex <  32'd641;
  assign _25_ = vindex <  32'd480;
  always @(posedge clk25mhz)
      dark <= _04_;
  always @(posedge clk25mhz)
      bright <= _00_;
  always @(posedge clk25mhz)
      font_address <= { char_data[6:0], char_col };
  always @(posedge clk25mhz)
      foreground <= _05_;
  always @(posedge clk25mhz)
      char_address <= _01_;
  always @(posedge clk25mhz)
      char_col <= _02_;
  always @(posedge clk25mhz)
      char_row <= _03_;
  assign _26_ = _16_ ?  3'h7 : pixel_color[2:0];
  assign _27_ = _15_ ?  _26_ : 3'h0;
  assign _00_ = _21_ ?  _27_ : 3'h0;
  assign _04_ = _21_ ?  pixel_color[2:0] : 3'h0;
  assign _28_ = _12_ ?  4'h0 : _08_[3:0];
  assign _29_ = _11_ ?  _28_ : char_row;
  assign _30_ = _23_ ?  char_row : _29_;
  assign _03_ = _19_ ?  _30_ : char_row;
  assign _31_ = _10_ ?  3'h0 : _07_[2:0];
  assign _32_ = _23_ ?  _31_ : char_col;
  assign _02_ = _19_ ?  _32_ : char_col;
  assign _33_ = _13_ ?  12'h000 : char_address;
  assign _34_ = _12_ ?  _33_ : _39_[11:0];
  assign _35_ = _11_ ?  _34_ : char_address;
  assign _36_ = _10_ ?  _06_[11:0] : char_address;
  assign _37_ = _23_ ?  _36_ : _35_;
  assign _01_ = _19_ ?  _37_ : char_address;
  wire [13:0] _88_ = font_data;
  assign _38_ = _88_[char_row +: 1];
  assign _39_ = char_address -  32'd80;
  assign pixel_color = _09_ ?  foreground : background;
  assign _05_ = _14_ ?  emphasized : standard;
  assign color = { dark[2], bright[2], 1'h0, dark[1], bright[1], 1'h0, dark[0], bright[0] };
endmodule
```
**flow/run.sh**
```bash
#!/bin/bash
# OpenROAD 26Q1-2900-gdf79404cd8, Yosys 0.63+post, stock flow scripts
make -C /OpenROAD-flow-scripts/flow DESIGN_CONFIG=/design/flow/config.mk WORK_HOME=/design/flow/orfs finish
```
==> CHANGELOG.md <==
## Implementation

* Status: complete, no violations
* Total track usage at 0.188
* Async SR Flop Fraction at 0
* Post-CTS Resized at 0
* Core Rows at 25
* Pre-Place Util at 0.424
* Commonest cells post-synth: nor2_1, dfxtp_1, edfxtp_1
* Number of warnings the tools reported at 31
* Logic family by area: simple AND/OR/NAND/NOR gates
* Drt drc at 0
* Synth area leader: edfxtp_1
* Top area cells in the synthesized netlist: edfxtp_1, dfxtp_1, ha_1
* DRT Pass-1 Iters at 4
* Rel. slew slack at 0.442
* Hold Crit Class: register to register
* Fin crit share at 0.696
* Post-synthesis cell type count at 46
* Worst path bufs/invs at 1
* Leakage power at 1.12 nW
* Initial antenna violation count at 0
* # H-tree levels at 2
* Die W at 73.7 µm
* Vias in the first global route at 1681
* WL final at 4460 µm
* Reg clk slew, reported paths at 70 ps
* Post-Synthesis Cell Area at 0.00206 mm²
* Latency at later pin at 290 ps
* Worst Tran Pin Value at 830 ps
* Core ar. at 0.00485 mm²
* Gate count after technology mapping at 201
* Worst Reg2Reg Path Length in Cells at 7
* IO buf count at 81
* Total number of vias at 1755
* RSZ-0062 raised after global routing: false
* Root buf cell: clkbuf_8
* Sequential share of the synthesized area at 0.472
* Top delay family on crit path: simple AND/OR/NAND/NOR gates
* Area after DPL at 0.00289 mm²
* Core Util, Final at 0.620
* Fin. Hold Viols at 0
* Yosys warns at 1
* XOR/XNOR Fraction of Synth Area at 0.0341
* Reg2reg start: char_address[4]$_DFFE_PP_
* Ys flops at 39
* Share of layout cells above drive strength 1 at 0.0709
* CP Capture Type: register
* Worst VDD drop at 194 µV
* Worst Skew at 8.72 ps
* Hold path depth at 0
* Flip-flops with a built-in enable at 19
* CTS tree: built
* Final Critical Period at 2860 ps
* Final Setup Violations at 0
* WHS Endpoint: font_address[2]$_DFF_P_
* Critical Path RT at 4050 ps
* Critical-path top delay cell: or4_1
* Count leader, synth: nor2_1
* Yosys chip area at 0.00206 mm²
* Drt initial violations at 55
* Max-area cell share at 0.277
* Final Cell Area at 0.00300 mm²
* Largest net degree at the start of global routing at 14
* Area fraction in compound gates at 0.126
* CTS Sinks at 39
* DR vias/cell at 5.03
* Area share of fa/ha/maj cells after synthesis at 0.0547
* Total grt overflow at 0
* Post-DP HPWL at 3510 µm
* Arr. time, crit path at 2810 ps
* Simple share at 0.182
* Chip area at 0.00543 mm²
* Antenna Cells at 0
* Routability cong. at 0.827
* Hold Path Origin: char_col[2]$_SDFFCE_PN0P_
* Cell count along the critical path at 6
* Hold_buf cts at 0
* PwrDens at 285 mW/mm²
* Max-Cap Viols at 0
* Total CTS buffers at 5
* Final ANT Viol Nets at 0
* CP Max Fanout at 4
* Mean Syn Cell Area at 10.2 µm²
* Clock Tree Buf Depth at 2
* Reg2reg end: char_address[2]$_DFFE_PP_
* Crit-path cells: clkdlybuf4s50_1 -> nor4_1 -> nand2_1 -> or4_1 -> o21a_1 -> nor2_1
* Final TNS setup at 0 ps
* Postcts setup bufs at 0
* Maximum achievable frequency at 350 MHz
* R2r setup slk at 1610 ps
* Setup CP Type: input port to register
* # IOs at 85
* Area added between synthesis and finish at 46.0%
* First-pass GRT wire length at 7650 µm
* Avg WL per Cell at 12.8 µm
* CP peak stage delay at 520 ps
* CP Launch Type: input port
* # Cells Yosys at 201
* Mux share of post-synthesis cell area at 0.0797
* Fin. max-slew vios at 0
* Die H at 73.7 µm
* Most common reg cell: dfxtp_1
-- sequential cells by signal (all words and copies together), names as in the netlist --
name / cells
char_col: 3
foreground: 4
char_row: 4
bright: 3
font_address: 10
dark: 3
char_address: 12
-- logic make-up after synthesis --
group / count (synthesis)
other: 1
XOR/XNOR: 8
adder cells (fa/ha/maj): 9
buffers and inverters: 18
AND/OR/NAND/NOR: 73
flip-flops: 39
AND-OR/OR-AND: 41
multiplexers: 12
-- through the flow --
step | power, mW | hold WS (ps) | worst slack [ps] | std cells
2_1_floorplan | 0.479 | 352 | 1490 | 202
3_3_place_gp | 0.562 | 378 | 927 | 341
3_5_place_dp | 0.563 | 365 | 932 | 341
4_1_cts | 0.866 | 395 | 1230 | 349
5_1_grt | 0.897 | 410 | 1060 | 349
6_report | 0.855 | 390 | 1240 | 349
-- report_power, final --
group          switching [mW]  internal [mW]  leakage, nW
Sequential            0.00971          0.425        0.341
Combinational          0.0365         0.0822        0.721
Clock                   0.130          0.172       0.0594
Total                   0.176          0.679         1.12
-- worst register-to-register path: stages, from the launching register on --
cell and delay [ps]:
edfxtp_1 490, inv_1 140, ha_1 150, nor4b_1 220, a41oi_1 150, or4_1 540
o21a_1 190, nor2_1 280
-- cell usage in the layout, fill, tap and decap left out, drive strengths merged, types with 3 or more instances in the layout --
master and instances:
o21ai 10, o211ai 3, xnor2 6, nor2 27, mux4 3, nor4 7
nand2 7, inv 8, clkdlybuf4s50 81, nor3 3, o22ai 4, dfxtp 20
nor2b 4, nand3 6, edfxtp 19, clkbuf 7, or2 3, ha 9
and3 4, mux2 5, mux2i 4, a21oi 14
-- metal layers --
metal	global-route usage	part of all wire
met5	0	0
met4	0.0192	0.0078
met3	0.0458	0.059
met2	0.299	0.46
met1	0.279	0.47
-- how the worst max path moves through the flow --
stage / startpoint / to
after CTS: hindex[2] / char_address[2]$_DFFE_PP_
after global routing: hindex[2] / char_address[0]$_DFFE_PP_
final: hindex[2] / char_address[2]$_DFFE_PP_
-- final cells by class --
cell class                      count  area, µm²
Clock buffer                        7        108
Clock inverter                      1       5.00
Fill cell                         414       1840
Inverter                            8       30.0
Multi-Input combinational cell    145        988
Sequential cell                    39        971
Tap cell                           67       83.8
Timing Repair Buffer               82        818
Power is estimated from default activity; no workload was simulated.
