--- run.sh ---
#!/bin/bash
# OpenROAD 26Q1-2900-gdf79404cd8, Yosys 0.63+post, stock flow scripts
make -C /OpenROAD-flow-scripts/flow DESIGN_CONFIG=/design/flow/config.mk WORK_HOME=/design/flow/orfs finish
--- config.mk ---
export PLATFORM = sky130hd
export DESIGN_NAME = design2
export DESIGN_NICKNAME = design2
export VERILOG_FILES = /design/flow/design.v
export SDC_FILE = /design/flow/constraint.sdc
export NUM_CORES = 4
export LEC_CHECK = 1
export CORE_UTILIZATION = 40
--- constraint.sdc ---
current_design design2

set clk_period 3.8
set clk_io_pct 0.2

create_clock -name clk0 -period $clk_period [get_ports {clk25mhz}]

set non_clock_inputs [all_inputs -no_clocks]
set_input_delay [expr $clk_period * $clk_io_pct] -clock clk0 $non_clock_inputs
set_output_delay [expr $clk_period * $clk_io_pct] -clock clk0 [all_outputs]
--- design.v ---
module design1(clk25mhz, hindex, vindex, standard, emphasized, background, char_data, font_data, char_address, font_address, color);
  wire [2:0] _00_;
  wire [11:0] _01_;
  wire [2:0] _02_;
  wire [3:0] _03_;
  wire [2:0] _04_;
  wire [3:0] _05_;
  wire [31:0] _06_;
  wire [31:0] _07_;
  wire [31:0] _08_;
  wire _09_;
  wire _10_;
  wire _11_;
  wire _12_;
  wire _13_;
  wire _14_;
  wire _15_;
  wire _16_;
  wire _17_;
  wire _18_;
  wire _19_;
  wire _20_;
  wire _21_;
  wire _22_;
  wire _23_;
  wire _24_;
  wire _25_;
  wire [2:0] _26_;
  wire [2:0] _27_;
  wire [3:0] _28_;
  wire [3:0] _29_;
  wire [3:0] _30_;
  wire [2:0] _31_;
  wire [2:0] _32_;
  wire [11:0] _33_;
  wire [11:0] _34_;
  wire [11:0] _35_;
  wire [11:0] _36_;
  wire [11:0] _37_;
  wire _38_;
  wire [31:0] _39_;
  input [3:0] background;
  reg [2:0] bright  = 1'd0;
  output [11:0] char_address;
  reg [11:0] char_address  = 1'd0;
  reg [2:0] char_col  = 1'd0;
  input [7:0] char_data;
  reg [3:0] char_row  = 1'd0;
  input clk25mhz;
  output [7:0] color;
  reg [2:0] dark  = 1'd0;
  input [3:0] emphasized;
  output [9:0] font_address;
  reg [9:0] font_address = 10'd0;
  input [13:0] font_data;
  reg [3:0] foreground = 4'd0;
  input [9:0] hindex;
  wire [3:0] pixel_color;
  input [3:0] standard;
  input [9:0] vindex;
  assign _06_ = char_address +  32'd1;
  assign _07_ = char_col +  32'd1;
  assign _08_ = char_row +  32'd1;
  assign _09_ = _38_ ==  32'd1;
  assign _10_ = char_col ==  32'd7;
  assign _11_ = hindex ==  32'd640;
  assign _12_ = char_row ==  32'd13;
  assign _13_ = char_address ==  32'd2720;
  assign _14_ = char_data[7] ==  32'd1;
  assign _15_ = pixel_color[3] ==  32'd1;
  assign _16_ = pixel_color[2:0] ==  32'd0;
  assign _17_ = vindex >=  32'd2;
  assign _18_ = hindex >  32'd0;
  assign _19_ = _17_ &&  _22_;
  assign _20_ = _18_ &&  _24_;
  assign _21_ = _20_ &&  _25_;
  assign _22_ = vindex <  32'd478;
  assign _23_ = hindex <  32'd640;
  assign _24_ = hindex <  32'd641;
  assign _25_ = vindex <  32'd480;
  always @(posedge clk25mhz)
      dark <= _04_;
  always @(posedge clk25mhz)
      bright <= _00_;
  always @(posedge clk25mhz)
      font_address <= { char_data[6:0], char_col };
  always @(posedge clk25mhz)
      foreground <= _05_;
  always @(posedge clk25mhz)
      char_address <= _01_;
  always @(posedge clk25mhz)
      char_col <= _02_;
  always @(posedge clk25mhz)
      char_row <= _03_;
  assign _26_ = _16_ ?  3'h7 : pixel_color[2:0];
  assign _27_ = _15_ ?  _26_ : 3'h0;
  assign _00_ = _21_ ?  _27_ : 3'h0;
  assign _04_ = _21_ ?  pixel_color[2:0] : 3'h0;
  assign _28_ = _12_ ?  4'h0 : _08_[3:0];
  assign _29_ = _11_ ?  _28_ : char_row;
  assign _30_ = _23_ ?  char_row : _29_;
  assign _03_ = _19_ ?  _30_ : char_row;
  assign _31_ = _10_ ?  3'h0 : _07_[2:0];
  assign _32_ = _23_ ?  _31_ : char_col;
  assign _02_ = _19_ ?  _32_ : char_col;
  assign _33_ = _13_ ?  12'h000 : char_address;
  assign _34_ = _12_ ?  _33_ : _39_[11:0];
  assign _35_ = _11_ ?  _34_ : char_address;
  assign _36_ = _10_ ?  _06_[11:0] : char_address;
  assign _37_ = _23_ ?  _36_ : _35_;
  assign _01_ = _19_ ?  _37_ : char_address;
  wire [13:0] _88_ = font_data;
  assign _38_ = _88_[char_row +: 1];
  assign _39_ = char_address -  32'd80;
  assign pixel_color = _09_ ?  foreground : background;
  assign _05_ = _14_ ?  emphasized : standard;
  assign color = { dark[2], bright[2], 1'h0, dark[1], bright[1], 1'h0, dark[0], bright[0] };
endmodule
module design2(background, emphasized, standard, font_data, vindex, hindex, char_data, clk25mhz, color, font_address, char_address);
input [3:0] background;
input [3:0] emphasized;
input [3:0] standard;
input [13:0] font_data;
input [9:0] vindex;
input [9:0] hindex;
input [7:0] char_data;
input  clk25mhz;
output [7:0] color;
output [9:0] font_address;
output [11:0] char_address;
reg [3:0] char_row = 4'd0;
reg [9:0] font_address = 10'd0;
reg [2:0] dark = 3'd0;
reg [11:0] char_address = 12'd0;
reg [2:0] char_col = 3'd0;
reg [2:0] bright = 3'd0;
reg [3:0] foreground = 4'd0;
wire [3:0] _03_;
wire  _13_;
wire  _23_;
wire [11:0] _33_;
wire [3:0] _29_;
wire  _21_;
wire  _16_;
wire [2:0] _31_;
wire [3:0] _30_;
wire [11:0] _37_;
wire  _20_;
wire  _09_;
wire [11:0] _34_;
wire [2:0] _00_;
wire [2:0] _04_;
wire [13:0] _88_;
wire [3:0] _28_;
wire  _22_;
wire  _11_;
wire  _19_;
wire [3:0] _05_;
wire  _25_;
wire [2:0] _27_;
wire  _14_;
wire [31:0] _08_;
wire [31:0] _07_;
wire [11:0] _35_;
wire  _24_;
wire [3:0] pixel_color;
wire  _12_;
wire [2:0] _02_;
wire  _15_;
wire [11:0] _36_;
wire [2:0] _32_;
wire  _18_;
wire [31:0] _39_;
wire  _10_;
wire  _38_;
wire  _17_;
wire [11:0] _01_;
wire [31:0] _06_;
wire [2:0] _26_;
always @(posedge clk25mhz)
    char_row <= _03_;
always @(posedge clk25mhz)
    font_address <= {char_data[6:0], char_col};
always @(posedge clk25mhz)
    dark <= _04_;
always @(posedge clk25mhz)
    char_address <= _01_;
always @(posedge clk25mhz)
    char_col <= _02_;
always @(posedge clk25mhz)
    bright <= _00_;
always @(posedge clk25mhz)
    foreground <= _05_;
assign _03_ = _19_ ? _30_ : char_row;
assign _13_ = char_address == 32'd2720;
assign _23_ = hindex < 32'd640;
assign _33_ = _13_ ? 12'h0 : char_address;
assign _29_ = _11_ ? _28_ : char_row;
assign _21_ = _20_ && _25_;
assign _16_ = pixel_color[2:0] == 32'd0;
assign _31_ = _10_ ? 3'h0 : _07_[2:0];
assign _30_ = _23_ ? char_row : _29_;
assign _37_ = _23_ ? _36_ : _35_;
assign _20_ = _18_ && _24_;
assign _09_ = _38_ == 32'd1;
assign _34_ = _12_ ? _33_ : _39_[11:0];
assign _00_ = _21_ ? _27_ : 3'h0;
assign _04_ = _21_ ? pixel_color[2:0] : 3'h0;
assign _88_ = font_data;
assign _28_ = _12_ ? 4'h0 : _08_[3:0];
assign _22_ = vindex < 32'd478;
assign _11_ = hindex == 32'd640;
assign _19_ = _17_ && _22_;
assign _05_ = _14_ ? emphasized : standard;
assign _25_ = vindex < 32'd480;
assign _27_ = _15_ ? _26_ : 3'h0;
assign _14_ = char_data[7:7] == 32'd1;
assign _08_ = char_row + 32'd1;
assign _07_ = char_col + 32'd1;
assign _35_ = _11_ ? _34_ : char_address;
assign _24_ = hindex < 32'd641;
assign pixel_color = _09_ ? foreground : background;
assign _12_ = char_row == 32'd13;
assign _02_ = _19_ ? _32_ : char_col;
assign _15_ = pixel_color[3:3] == 32'd1;
assign _36_ = _10_ ? _06_[11:0] : char_address;
assign _32_ = _23_ ? _31_ : char_col;
assign _18_ = hindex > 32'd0;
assign _39_ = char_address - 32'd80;
assign _10_ = char_col == 32'd7;
assign _38_ = _88_[char_row+:11];
assign _17_ = vindex >= 32'd2;
assign _01_ = _19_ ? _37_ : char_address;
assign _06_ = char_address + 32'd1;
assign _26_ = _16_ ? 3'h7 : pixel_color[2:0];
assign color = {dark[2:2], bright[2:2], 1'h0, dark[1:1], bright[1:1], 1'h0, dark[0:0], bright[0:0]};
endmodule
module miter();
wire [11:0] char_address1, char_address2;
wire [7:0] color1, color2;
wire [9:0] font_address1, font_address2;
design1 inst1 (.clk25mhz(clk25mhz),.hindex(hindex),.vindex(vindex),.standard(standard),.emphasized(emphasized),.background(background),.char_data(char_data),.font_data(font_data),.char_address(char_address1),.font_address(font_address1),.color(color1));
design2 inst2 (.clk25mhz(clk25mhz),.hindex(hindex),.vindex(vindex),.standard(standard),.emphasized(emphasized),.background(background),.char_data(char_data),.font_data(font_data),.char_address(char_address2),.font_address(font_address2),.color(color2));
always @(posedge clk) begin
assert(char_address1 == char_address2);
assert(color1 == color2);
assert(font_address1 == font_address2);
end
endmodule
==> impl_metrics.ini <==
; flow metrics
[final_layout]
syn_to_final_growth_pct = 45.5
final_cell_mix = 81 x clkdlybuf4s50_1, 21 x nor2_1, 20 x dfxtp_1
drive_above_1_share = 0.0662
final_cells = 357
layout_top_cell = clkdlybuf4s50_1

[synthesis]
synth_top_flop_cell = dfxtp_1
synth_cell_type_count = 45
ys_top_logic_family = simple AND/OR/NAND/NOR gates
area_leaders = edfxtp_1 27%, dfxtp_1 19%, ha_1 5.2%
synth-warning-count = 1
ys.flops = 39
synthCells = 207
synthMuxAreaShare = 0.0937
yosysChipArea_mm2 = 0.00215
synth-async-reset-ratio = 0
ys_sh_xor = 0.0367
ys_seq_frac = 0.452
simple_gate_share = 0.185
edf_count = 19
synth_area_mm2 = 0.00215
synthAoiAreaFrac = 0.133
avgSynthCellArea_um2 = 10.4
top_area_cell = edfxtp_1
top_cell_area_share = 0.265
yosysCellCount = 207
synth-adder-area-share = 0.0524

[place]
gp_congestion = 0.904
dp_cells = 349
hpwl_um = 3820
io_buffers = 81

[worst_setup_path]
startpoint_type = input port
worstSetupPathType = in2reg
cp_num_buf_inv = 1
crit_path_cell_trace = clkdlybuf4s50_1 -> nor4_1 -> nand2_1 -> or4_1 -> a21oi_1
path_max_fanout = 4
slowest_stage = nor4_1
cp_top_family = simple AND/OR/NAND/NOR gates
cp_data_required_time_ns = 3.74
worstPathArrival_ns = 2.82
crit_path_max_incr_delay_ns = 0.56
end_kind = flop

[route]
drt-initial-drc-count = 77
num_vias = 1882
diodes = 0
avgRoutedWirePerCell_um = 13.9
wl_um = 4960
drcViolationCount = 0
first_pass_iters = 4
route.antenna.remaining_nets = 0
vias_per_cell = 5.27

[die]
die_h_um = 75.3
die_width_um = 75.3
rows = 26
chip_area_mm2 = 0.00567
floorplan.core_util = 0.418
boundaryPins = 85
coreArea_mm2 = 0.00514

[timing]
final.setup_skew_ns = 0.00954
fin_crit_ns = 2.89
worst_pin_slew_ns = 0.900
rsz0062_at_grt = no
fmax_mhz = 347
max_slew_margin = 0.392
final_hold_viol_count = 0
whs_ns = 0.380
drv_slew = 0
setup_viol = 0
setup_tns_ns = 0
finalClockPeriodUsage = 0.759

[global_routing]
grt_usage = 0.182
overflow = 0
antenna_found_initial = 0
grt_max_degree = 14
grt_pass1_wl_um = 7490
grt_pass1_vias = 1614

[power]
peakVddDrop_v = 0.000206
p_leak_nw = 1.14
clockPowerShare = 0.399
powerDensity_mw_per_mm2 = 324
internal-power_mw = 0.815
p_comb_frac = 0.138
pwr-share-seq = 0.462
netSwitchingFraction = 0.197
power_switching_mw = 0.200

[clock_network]
postCtsResizedCells = 0
cts_tree = built
cts_setup_buffers = 0
clock_path_buffers = 2
holdBufCountCts = 0
ctsHtreeMaxLevel = 2
path_clk_slew_ns = 0.08
cts.sinks = 39
root_buffer = clkbuf_8
cts_made_buffers = 5
clk_latency_ns = 0.29

[min_path]
hold_class = reg2reg

[flow_run]
drv_cap = 0
tool_warnings = 31

[status]
status = finished, final reports clean
-- power groups by stage --
stage	logic (mW)	clock network, mW	registers (mW)
final	0.140	0.405	0.469
after global routing	0.155	0.437	0.471
after CTS	0.142	0.414	0.469
-- registers in the layout (all words and copies together) (netlist names) --
name and count:
char_address 12, char_row 4, font_address 10, foreground 4
char_col 3, dark 3, bright 3
-- metrics by stage --
step	total power, mW	util	setup slack (ns)	area (um^2)
after floorplan	0.528	-	1.18	2150
after global placement	0.618	0.583	0.628	3000
after detailed placement	0.619	0.583	0.603	3000
after CTS	1.03	0.609	0.907	3130
after global routing	1.06	0.609	0.737	3130
final	1.01	0.609	0.915	3130
-- cell usage after synthesis, drive strengths merged, types with 2 or more instances --
cell and count:
nor2 21, dfxtp 20, edfxtp 19, nand4 15
ha 9, nand3 8, o21a 8, xnor2 8
buf 7, inv 7, mux2i 7, nand2 7
nor3 7, nor4 7, a21oi 5, clkbuf 5
mux2 5, o21ai 5, o22ai 5, a31oi 3
mux4 3, nor2b 3, or4 3, a21o 2
a221oi 2, a41oi 2, and2 2, o22a 2
o31ai 2
-- layer usage --
layer  wire (um)  GRT usage
met5           0          0
met4          28     0.0165
met3         365     0.0469
met2        2320      0.288
met1        2240      0.275
-- cells by family after synthesis --
family | count (synthesis)
AND-OR/OR-AND | 39
XOR/XNOR | 9
adder cells (fa/ha/maj) | 9
buffers and inverters | 19
flip-flops | 39
multiplexers | 15
other | 1
AND/OR/NAND/NOR | 76
-- final cells by class --
| cell class | instances | area, um^2 |
|---|---|---|
| Clock buffer | 6 | 72.6 |
| Clock inverter | 2 | 60.1 |
| Fill cell | 482 | 2010 |
| Inverter | 7 | 26.3 |
| Multi-Input combinational cell | 150 | 1080 |
| Sequential cell | 39 | 971 |
| Tap cell | 70 | 87.6 |
| Timing Repair Buffer | 83 | 826 |
-- worst paths after layout --
path / from / endpoint / slack (ns) / depth (start not counted)
hold / removal: char_col[1] / font_address[1] / 0.38 / 0
setup reg to reg: char_row[0] / char_address[0] / 1.37 / 5
hold reg to reg: char_col[1] / font_address[1] / 0.38 / 0
setup / recovery: hindex[2] / char_address[0] / 0.91 / 5
Power figures rest on the tool's default switching activity, not on a simulated workload.
